--- flow/config.mk ---
export PLATFORM = sky130hd
export DESIGN_NAME = operations64
export DESIGN_NICKNAME = operations64
export VERILOG_FILES = /design/flow/design.v
export SDC_FILE = /design/flow/constraint.sdc
export NUM_CORES = 4
export LEC_CHECK = 1
export CORE_UTILIZATION = 40
--- flow/constraint.sdc ---
current_design operations64

set clk_period 344.3
set clk_io_pct 0.2

create_clock -name clk0 -period $clk_period

set non_clock_inputs [all_inputs -no_clocks]
set_input_delay [expr $clk_period * $clk_io_pct] -clock clk0 $non_clock_inputs
set_output_delay [expr $clk_period * $clk_io_pct] -clock clk0 [all_outputs]
--- flow/design.v ---
module operations64(input logic  [31:0] a,b,
		    input logic f,
		    output logic [31:0] high,low);
	always_comb
		begin
			case(f)
				1'b1: {high,low} = a*b;
				1'b0: begin
				      	 	low  = a/b;
						high = a%b;
				      end
				default: {high,low} = 64'bx;
			endcase
		end
endmodule
--- flow/run.sh ---
#!/bin/bash
# OpenROAD 26Q1-2900-gdf79404cd8, Yosys 0.63+post, stock flow scripts
make -C /OpenROAD-flow-scripts/flow DESIGN_CONFIG=/design/flow/config.mk WORK_HOME=/design/flow/orfs finish
==> results.cfg <==
; physical design summary
[outcome]
status = finished clean

[detailed_routing]
wl_mm = 276
viasPerCell = 5.94
remaining_drc_errors = 0
vias = 61600
detail_route.wl_per_cell_um = 26.5
first_iter_violations = 5295
drtAntennaViolNets = 0
dr.pass1.iters = 6

[logic_synthesis]
synth_cell_types = 108
topCellsByArea = fa_1 28%, ha_1 16%, nand2_1 8.1%
synth_area_per_cell_um2 = 7.56
yosys_cells = 8392
ys_seq_frac = 0
synthCells = 8392
yosysTopAreaCell = fa_1
syn_area_mm2 = 0.0635
ys_warn_count = 1
yosys_area_mm2 = 0.0635
top_cell_area_share = 0.283

[sta]
relSlewSlack = 0.0948
fin_crit_ps = 222470
worst_slack_ps = 121840
finalHoldViolCount = 0
setup_viol = 0
rsz0062_at_grt = false
final_max_slew_viol_count = 0
period_used_share = 0.646
worstMarginPinSlew_ps = 1350
setup-tns-final_ps = 0
fmax_mhz = 4.50

[final_layout]
layout.cells.most_common = nand2_1
register_area_um2 = 0
seq_cells = 0
area_growth_syn_to_layout_pct = 5.91
drive_gt1_frac = 0.0528
nClkBuffers = 0
final_cell_mix = 1364 x nand2_1, 1122 x inv_1, 897 x fa_1

[setup_path]
worst-path-buf-inv = 30
required_ps = 275440
end_kind = output port
path_depth = 291
crit_path_max_incr_delay_ps = 1150
worstSetupPathType = primary input to output port
path_max_fanout = 45
start_kind = primary input
crit_arrival_ps = 153600
path_common_cell = ha_1
path_delay_family = AND-OR/OR-AND gates
crit_slowest_cell = nor2_1

[grt]
grt_max_degree = 52
antenna_found_initial = 17
grt_pass1_vias = 60600
grt_use_total = 0.356
overflow = 0
grt_pass1_wl_mm = 406

[run]
warnings = 37
max_cap_viol_count = 0

[clock_tree]
cts.repair.resized = 0
postCtsSetupRepairBufs = 0
cts_hold_buf = 0

[place]
pre_cts_slack_ps = 124510
portBuffers = 129
dpl.hpwl_mm = 219
place.gp.congestion = 1.09

[pwr]
swShare = 0.599
p_leak_uw = 0.0332
intPower_uw = 608
p_sw_uw = 908
peakVddDrop_mv = 0.0453
powerDensity_mw_per_mm2 = 22.6

[floorplanning]
core_region_area_mm2 = 0.157
ios = 129
fp-row-count = 145
fp_util = 0.404
die_area_mm2 = 0.160
die_x_um = 400
die_h_um = 400

[hold_path]
hold_start = f
hold_path.class = primary input to output port
hold_path_depth = 4
hold_path_end = low[12]
==> per-stage QoR <==
| step | util | instances | total power, uW | instance area, um2 | hold slack [ps] |
|---|---|---|---|---|---|
| after floorplan | - | 8392 | 837 | 63500 | 137860 |
| after global placement | 0.428 | 10400 | 1490 | 67200 | 139000 |
| after detailed placement | 0.428 | 10400 | 1480 | 67200 | 138980 |
| after CTS | 0.428 | 10400 | 1490 | 67200 | 138980 |
| after global routing | 0.428 | 10400 | 1650 | 67200 | 139010 |
| final | 0.428 | 10400 | 1520 | 67200 | 138990 |
==> layer usage <==
layer | track usage | up-vias | part of all wire | wire length [um]
met5 | 0 | - | 0.00062 | 172
met4 | 0.119 | 26 | 0.043 | 11900
met3 | 0.149 | 532 | 0.13 | 34800
met2 | 0.507 | 3303 | 0.42 | 115000
met1 | 0.496 | 29900 | 0.41 | 113000
li1 | - | 27900 | - | -
==> cells in the mapped netlist, types with 175 or more instances <==
library cell and instances:
a21o_1 189, a21oi_1 485, and2_1 175, clkbuf_1 313
fa_1 897, ha_1 796, inv_1 1131, nand2_1 1364
nor2_1 577, o21ai_0 294, xnor2_1 275, xor2_1 183
==> kinds of logic (layout without fill, tap and decap cells) <==
| group | Yosys count | count (layout) | synth area share |
|---|---|---|---|
| AND-OR/OR-AND | 1783 | 1783 | 0.187 |
| XOR/XNOR | 458 | 458 | 0.0632 |
| adder cells (fa/ha/maj) | 1693 | 1693 | 0.440 |
| buffers and inverters | 1529 | 1455 | 0.0915 |
| multiplexers | 96 | 96 | 0.0164 |
| other | 0 | 5 | 0 |
| AND/OR/NAND/NOR | 2833 | 2833 | 0.202 |
==> power by group through the flow <==
stage    sequential, uW  combinational (uW)  clock (uW)
4_1_cts               0                1490           0
5_1_grt               0                1650           0
==> area by class of cell <==
class	count	area (um2)
multi-input cells	6863	57700
well taps	2058	2570
inverters	1133	4250
repair buffers	322	2630
fillers	15700	89700
diodes	5	12.5
==> tightest hold or removal path, cell delays in order <==
cell	delay, ps
buf_4	340
mux2i_1	260
buf_4	180
clkdlybuf4s50_1	410
==> how the worst max path moves through the flow <==
stage         startpoint  endpoint  slack (ps)
global route       b[29]   high[4]      117440
finish             b[28]   high[4]      121840
CTS                b[28]   high[4]      124300
Power and IR drop assume default switching activity.
