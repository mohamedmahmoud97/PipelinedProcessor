--- flow/run.sh ---
#!/bin/bash
# OpenROAD 26Q1-2900-gdf79404cd8, Yosys 0.63+post, stock flow scripts
make -C /OpenROAD-flow-scripts/flow DESIGN_CONFIG=/design/flow/config.mk WORK_HOME=/design/flow/orfs finish
--- flow/config.mk ---
export PLATFORM = sky130hd
export DESIGN_NAME = dmem
export DESIGN_NICKNAME = dmem
export VERILOG_FILES = /design/flow/design.v
export SDC_FILE = /design/flow/constraint.sdc
export NUM_CORES = 4
export LEC_CHECK = 1
export CORE_UTILIZATION = 50
--- flow/constraint.sdc ---
current_design dmem

set clk_period 32.2
set clk_io_pct 0.2

create_clock -name clk0 -period $clk_period [get_ports {clk}]

set non_clock_inputs [all_inputs -no_clocks]
set_input_delay [expr $clk_period * $clk_io_pct] -clock clk0 $non_clock_inputs
set_output_delay [expr $clk_period * $clk_io_pct] -clock clk0 [all_outputs]
--- flow/design.v ---
module dmem(input  logic        clk, we,
            input  logic [31:0] a, wd,
            output logic [31:0] rd,
	    input logic b);
  logic [31:0] RAM[63:0];
  assign rd = RAM[a[31:2]];  
  always @(posedge clk)
    if (we) begin
	if( b === 0)
      		RAM[a[31:2]] <= wd;
	else if ( b === 1)
		case(a[1:0])
			2'b00: RAM[a[31:2]] <= {RAM[a[31:2]][31:8],wd[7:0]};
			2'b01: RAM[a[31:2]] <= {RAM[a[31:2]][31:16],wd[15:8],RAM[a[31:2]][7:0]};
			2'b10: RAM[a[31:2]] <= {RAM[a[31:2]][31:24],wd[23:16],RAM[a[31:2]][15:0]};
			2'b11: RAM[a[31:2]] <= {wd[31:24],RAM[a[31:2]][23:0]};
		endcase
	end
endmodule
==> run summary <==
impl run done, here's what came out: Rows 146, drt first-iter violations ~3,200, top-count cell post-synth edfxtp_1, HP Start RAM[62][25], total gr overflow 0, asr flop ratio synth 0%, Synth cell types around 66, commonest cells in the netlist edfxtp_1, a22oi_1, clkbuf_1, stage-log warning count ~50, global-route usage over all layers 31.5%, total CTS buffers 200, top post-synthesis cells by area edfxtp_1, a22oi_1, mux2_2, mux4_2, a221oi_1, GPL Wtd Cong approximately 0.87, antenna-violating nets left 0, power density over the cells about 62 nW/µm², dpl hpwl 123 mm, Layout Area Growth over Synthesis 13.2%, DRC 0, Least-Margin Pin Slew ~0.99 ns, overall die width 401 µm, CTS Buffer Depth 3, Comb pwr share under 10%, Vias/cell approximately 6.5, post-place setup slack 14.65 ns, post-DR wirelength/cell approximately 32 µm, skew final about 0.023 ns, Seq share, synth between 70% and 80%, Post-Synthesis Cell Area between 70,000 and 80,000 µm², Avg Inst Size Synth between 15 and 20 µm², Latency at later pin roughly 0.82 ns, crit path kind in2out, initial antenna violation count 2, Hold Fails Final Rpt 0, H-tree Lvls 4, Sw Share 21.8%, post-layout period usage a little over half, largest net degree at the start of global routing 97, yosys stat chip area between 70,000 and 80,000 µm², CP endpoint kind output port, die area 161,000 µm², Slew HR approximately a third, Hold Buf Count CTS 0, cell taking the most area after synthesis edfxtp_1, Worst-path clk slew around 0.060 ns, Initial Util between 50% and 60%, share of layout cells above drive strength 1 16.6%, RR Startpoint RAM[11][20], crit path DRT roughly 26 ns, P_leak roughly 0.028 µW, top-level port count ~100, Die Y around 400 µm, Critical Path Source Type input pin, P_sw approximately 1200 µW, number of port buffers ~74, RSZ-0062 raised after global routing false, CP top delay family buffers and inverters, CP max stage delay 0.62 ns, CTS tree built, Internal Power ~4400 µW, Synth Flop Type edfxtp_1, Post-DP Area ~84,000 µm², VDD IR max 0.0000575 V, final setup violation count 0, Fin Setup TNS 0 ns, Final Max Slew Viols 0, vias in the first global route 46,508, WP buf/inv 6, most used cell, CP buf_4, fin crit period 17.69 ns, FF-to-FF path depth 7, reg2reg end RAM[59][20], max reg flops between 2,000 and 2,500, Num Clock Sinks around 2,000, Reg power frac between 50% and 60%, Max Cap Violations 0, # Cells Yosys 4,564, flop-to-flop setup slack 28.77 ns, f_max about 0.057 GHz, Hold Crit Class reg2reg, clock group share of total power between 40% and 50%, core region area about 160,000 µm², Max-area cell share 77.3%, run status finished clean, final instance area between 90,000 and 100,000 µm², first-pass GRT wire length between 300 and 400 mm, post-synthesis register bit count about 2,000, CP cell instances buf_8 -> buf_4 -> buf_4 -> buf_4 -> buf_4 -> mux4_2 -> o21ai_0 -> nand4_1 -> clkdlybuf4s50_1, crit-path max FO approximately 48, total routed wirelength around 220 mm, Ys Warns 1, Post-CTS Setup Bufs 0, Hold EP RAM[43][25], number of cells on the worst hold path 5, count of mapped cells out of synthesis approximately 4,600, Pre-antenna DRT Iters 5, Worst EP arrival approximately 11 ns, count of library flops with an enable pin 2,048, via count around 45,000, post-cts sizing count 0, CTS Root Cell clkbuf_16, Setup WS post-layout between 10 and 15 ns, slowest stage cell, crit path buf_4
power by group through the flow:
stage | clock network, µW | logic, µW | registers [µW]
after global routing | 2380 | 379 | 2990
after CTS | 2280 | 351 | 2990
final | 2250 | 353 | 2990
area by class of cell:
class | instances | area, µm²
Clock buffer | 256 | 5390
Clock inverter | 109 | 895
Sequential cell | 2048 | 61500
Inverter | 8 | 36.3
Multi-Input combinational cell | 2148 | 17200
Fill cell | 11681 | 68200
Tap cell | 2072 | 2590
Timing Repair Buffer | 284 | 2380
Antenna cell | 3 | 7.51
per-stage QoR:
| step | cells | power (µW) | utilization, % | hold slack (ns) |
|---|---|---|---|---|
| final | 6928 | 5590 | 56.9 | 1.55 |
| after global routing | 6925 | 5750 | 56.9 | 1.65 |
| after CTS | 6925 | 5620 | 56.9 | 1.55 |
| after detailed placement | 6560 | 3390 | 52.9 | 1.55 |
| after global placement | 6560 | 3390 | 52.9 | 1.53 |
| after floorplan | 4564 | 3240 | - | 1.37 |
worst reg2reg max path, stage by stage, from the launching register on:
cell and delay, ns:
edfxtp_1 0.35, and3_1 0.17, o21ai_0 0.20, o2111ai_1 0.17, nor4_1 0.82, nand3_1 0.54, mux2_2 0.44, buf_4 0.31
per-layer routing:
layer	global-route usage, %	vias up	routed length (µm)
li1	-	19239	-
met1	43.0	22253	75200
met2	42.9	2938	101000
met3	24.2	411	40200
met4	7.46	10	6810
met5	2.11	-	486
cell usage in the layout, fill, tap and decap left out, drive strengths merged, types with 88 or more instances in the layout:
cell	netlist	final
a221oi	125	125
a22oi	428	428
buf	185	213
clkbuf	175	256
clkinv	4	89
edfxtp	2048	2048
mux2	131	131
mux2i	88	88
nand2	117	117
nor2	126	126
o21ai	103	103
o22ai	159	159
worst max-delay path by stage:
stage,start,end,cells after the start
after CTS,a[3],rd[31],9
after global routing,a[3],rd[31],9
final,a[3],rd[31],9
cell families (layout without fill, tap and decap cells):
| family | count (synthesis) | after routing | share of synthesized area (%) |
|---|---|---|---|
| buffers and inverters | 368 | 657 | 2.13 |
| AND-OR/OR-AND | 1228 | 1228 | 11.3 |
| other | 0 | 3 | 0 |
| multiplexers | 281 | 281 | 4.72 |
| AND/OR/NAND/NOR | 639 | 639 | 4.53 |
| flip-flops | 2048 | 2048 | 77.3 |
Power and IR drop assume default switching activity.
